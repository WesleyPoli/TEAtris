$ cat ./run.sh
#!/bin/bash
# OpenROAD 26Q1-2900-gdf79404cd8, Yosys 0.63+post, stock flow scripts
make -C /OpenROAD-flow-scripts/flow DESIGN_CONFIG=/design/flow/config.mk WORK_HOME=/design/flow/orfs finish
$ cat ./design.v
module driver_matriz_2088bs (
    input clock,                   
    input reset,                   
    input [7:0] padrao_linha0,
    input [7:0] padrao_linha1,
    input [7:0] padrao_linha2,
    input [7:0] padrao_linha3,
    input [7:0] padrao_linha4,
    input [7:0] padrao_linha5,
    input [7:0] padrao_linha6,
    input [7:0] padrao_linha7,
    output linha0,
    output linha1,
    output linha2,
    output linha3,
    output linha4,
    output linha5,
    output linha6,
    output linha7,
    output coluna0,
    output coluna1,
    output coluna2,
    output coluna3,
    output coluna4,
    output coluna5,
    output coluna6,
    output coluna7
);
    reg [2:0] contador_linha;
    reg [7:0] divisor_clock;
    wire pulso_varredura;
    reg [7:0] linha_ativa;         
    reg [7:0] coluna_ativa;        
    always @(posedge clock or posedge reset) begin
        if (reset)
            divisor_clock <= 8'b0;
        else
            divisor_clock <= divisor_clock + 1'b1;
    end
    assign pulso_varredura = divisor_clock[7];
    always @(posedge pulso_varredura or posedge reset) begin
        if (reset)
            contador_linha <= 3'b000;
        else
            contador_linha <= contador_linha + 1'b1;
    end
    always @(*) begin
        case (contador_linha)
            3'b000: linha_ativa = 8'b00000001;   
            3'b001: linha_ativa = 8'b00000010;   
            3'b010: linha_ativa = 8'b00000100;   
            3'b011: linha_ativa = 8'b00001000;   
            3'b100: linha_ativa = 8'b00010000;   
            3'b101: linha_ativa = 8'b00100000;   
            3'b110: linha_ativa = 8'b01000000;   
            3'b111: linha_ativa = 8'b10000000;   
            default: linha_ativa = 8'b00000000;  
        endcase
    end
    always @(*) begin
        case (contador_linha)
            3'b000: coluna_ativa = padrao_linha0;
            3'b001: coluna_ativa = padrao_linha1;
            3'b010: coluna_ativa = padrao_linha2;
            3'b011: coluna_ativa = padrao_linha3;
            3'b100: coluna_ativa = padrao_linha4;
            3'b101: coluna_ativa = padrao_linha5;
            3'b110: coluna_ativa = padrao_linha6;
            3'b111: coluna_ativa = padrao_linha7;
            default: coluna_ativa = 8'b00000000;
        endcase
    end
    assign linha0 = linha_ativa[0];
    assign linha1 = linha_ativa[1];
    assign linha2 = linha_ativa[2];
    assign linha3 = linha_ativa[3];
    assign linha4 = linha_ativa[4];
    assign linha5 = linha_ativa[5];
    assign linha6 = linha_ativa[6];
    assign linha7 = linha_ativa[7];
    assign coluna0 = coluna_ativa[0];
    assign coluna1 = coluna_ativa[1];
    assign coluna2 = coluna_ativa[2];
    assign coluna3 = coluna_ativa[3];
    assign coluna4 = coluna_ativa[4];
    assign coluna5 = coluna_ativa[5];
    assign coluna6 = coluna_ativa[6];
    assign coluna7 = coluna_ativa[7];
endmodule
$ cat ./config.mk
export PLATFORM = sky130hd
export DESIGN_NAME = driver_matriz_2088bs
export DESIGN_NICKNAME = driver_matriz_2088bs
export VERILOG_FILES = /design/flow/design.v
export SDC_FILE = /design/flow/constraint.sdc
export NUM_CORES = 4
export LEC_CHECK = 1
export CORE_AREA = 10 10 87 87
export DIE_AREA = 0 0 97 97
$ cat ./constraint.sdc
current_design driver_matriz_2088bs

set clk_period 2.1
set clk_io_pct 0.2

create_clock -name clk0 -period $clk_period [get_ports {clock}]

set non_clock_inputs [all_inputs -no_clocks]
set_input_delay [expr $clk_period * $clk_io_pct] -clock clk0 $non_clock_inputs
set_output_delay [expr $clk_period * $clk_io_pct] -clock clk0 [all_outputs]
==> impl_metrics.env <==
# yosys + openroad results
export IMPL_warnings=31
export IMPL_critical_path_top_delay_family="buffers and inverters"
export IMPL_path_clk_slew_ns=0.04
export IMPL_finalSetupViolCount=0
export IMPL_rsz0062_at_grt="true"
export IMPL_die_area_um2=9409
export IMPL_yosys_area_um2=1028
export IMPL_synthTopCellsByCount="a22o_1, dfrtp_1"
export IMPL_status="finished clean"
export IMPL_min_path_cells=1
export IMPL_vdd_drop_max_mv=0.6772
export IMPL_worst_pin_slew_ns=1.225
export IMPL_design_area_um2=1974
export IMPL_reg2reg_depth=3
export IMPL_grt_pass1_wl_mm=6.969
export IMPL_leakagePower_uw=0.0008187
export IMPL_die_width_um=97
export IMPL_top_area_cell="dfrtp_1"
export IMPL_insertion_delay_ns=0.22
export IMPL_timing_fmax_mhz=490.8
export IMPL_fin_crit_sh_pct=97.02
export IMPL_reg2reg_slack_ns=1.11
export IMPL_post_route_min_period_ns=2.037
export IMPL_edf_count=0
export IMPL_postLayoutCoreUtil_pct=35.00
export IMPL_place_congestion=0.8978
export IMPL_holdWs_ns=0.4656
export IMPL_ys_cells=113
export IMPL_dr_pass1_iters=4
export IMPL_cts_tree="built"
export IMPL_final_cells=261
export IMPL_p_int_uw=403.5
export IMPL_coreArea_um2=5642
export IMPL_drive_above_1_share_pct=16.93
export IMPL_cts_buffers=3
export IMPL_p_clk_share_pct=36.1
export IMPL_p_comb_share_pct=32.4
export IMPL_drv_cap=0
export IMPL_synthArstFlopShare_pct=100.0
export IMPL_ys_ff=11
export IMPL_rows=27
export IMPL_vias=1190
export IMPL_place_hpwl_mm=3.572
export IMPL_crit_path_max_incr_delay_ns=0.40
export IMPL_top_area_share_pct=26.76
export IMPL_routed_wl_mm=4.418
export IMPL_grt_start_max_net_pins=22
export IMPL_grt_pass1_vias=1210
export IMPL_crit_fanout=1
export IMPL_layout_setup_ws_ns=0.06259
export IMPL_syn_area_um2=1028
export IMPL_r2r_start="divisor_clock[0]"
export IMPL_critical_path_buf_inv_count=2
export IMPL_required_ns=1.68
export IMPL_p_sw_uw=88.34
export IMPL_reg2reg_to="divisor_clock[4]"
export IMPL_seq_area_um2=275.3
export IMPL_synthDistinctLibCells=22
export IMPL_postCtsSetupBuffers=0
export IMPL_crit_chain="clkdlybuf4s50_1 > mux2_4 > a221oi_4 > a31oi_1 > buf_2"
export IMPL_fp_dieH_um=97
export IMPL_hp_class="reg2reg"
export IMPL_viasPerCell=4.559
export IMPL_untimed_endpoints=11
export IMPL_ys_top_cells_by_area="dfrtp_1, a22o_1, ha_1, mux2_2, a221oi_1"
export IMPL_num_antenna_cells=0
export IMPL_dpl_cell_count=259
export IMPL_mi_logic_area_um2=755.7
export IMPL_area_delta_synth_final_pct=91.97
export IMPL_htree_levels=1
export IMPL_arrival_ns=1.62
export IMPL_syn_inst=113
export IMPL_root_buffer="clkbuf_8"
export IMPL_endpoint_kind="primary output"
export IMPL_final_antenna_net_count=0
export IMPL_p_per_area_nw_per_um2=249.1
export IMPL_numPortBuffers=81
export IMPL_relSlewSlack_pct=18.14
export IMPL_fillers=568
export IMPL_critPathLaunchType="primary input"
export IMPL_grt_usage_pct=8.955
export IMPL_seqPwrFrac_pct=31.5
export IMPL_ff_type="dfrtp_1"
export IMPL_drc_errors=0
export IMPL_io_pins=82
export IMPL_globalRouteOverflowTotal=0
export IMPL_p_sw_share_pct=17.96
export IMPL_pre_cts_slack_ns=-0.4397
export IMPL_avgSynthCellArea_um2=9.102
export IMPL_post_drt_wl_per_cell_um=16.93
export IMPL_synth_warning_count=1
export IMPL_hold_viol_final=0
export IMPL_placed_area_um2=1901
export IMPL_hold_start="divisor_clock[4]"
export IMPL_final_setup_skew_ns=0.002676
export IMPL_critical_path_class="in2out"
export IMPL_slew_viol_final=0
export IMPL_clock_path_buffers=2
export IMPL_synth_top_cell_by_count="a22o_1"
export IMPL_antenna_found_initial=0
export IMPL_slowest_stage="clkdlybuf4s50_1"
export IMPL_dr_first_iter_drc_count=19
export IMPL_fp_util_pct=18.23
export IMPL_holdPathEnd="divisor_clock[4]"
export IMPL_unclocked_pins=3
export IMPL_ys_seq_share_pct=26.76
cell families (layout without fill, tap and decap cells):
kind of cell	after synthesis	after routing	synth area share, %
compound gates	32	32	25.91
simple gates	31	31	15.82
mux	8	8	8.759
xor+xnor	6	6	5.109
flops	11	11	26.76
buf+inv	17	93	7.908
fa+ha+maj	8	8	9.733
area by class of cell:
class                      count  share of cell area [%]
tap                           72                   4.563
multi-input combinational     85                   38.28
timing repair buffer          84                   39.99
inverter                       6                   1.141
clock buffer                   3                   2.091
sequential                    11                   13.94
what timing repair did:
action / 4_1_cts / 5_1_grt
setup endpoints to repair: 8 / 6
gates resized: 41 / 2
pin swaps: 15 / 7
hold buffers: 0 / 0
routing by layer:
metal | track usage [%] | routed length [µm]
met3 | 3.653 | 434
met2 | 14.57 | 2035
met4 | 0.3382 | 33
met1 | 11.40 | 1915
met5 | 0 | 0
per-stage QoR:
stage | power (µW) | setup TNS (ns)
2_1_floorplan | 182.0 | 0
3_3_place_gp | 320.6 | -2.901
3_5_place_dp | 321.7 | -2.950
4_1_cts | 497.6 | 0
5_1_grt | 519.6 | -0.01646
6_report | 491.8 | 0
power by group through the flow:
stage | combinational (µW) | sequential, µW | clock (µW)
after CTS | 160 | 155 | 182
after global routing | 171 | 155 | 194
final | 160 | 155 | 177
placed cells by master (no fill, tap or decap), types with 5 or more instances in the layout:
cell             Yosys  layout
dlygate4sd2_1        0       5
dfrtp_1             11      11
nor3_1               8       8
nand2_1              8       8
buf_2                2       8
inv_1                6       6
ha_1                 8       8
clkdlybuf4s50_1      0      67
mux2_2               8       5
a221oi_2             0       6
a31oi_1              7       7
nand3_1              5       5
a22o_1              16      16
xnor2_1              5       5
registers in the layout, indices dropped and copies added (netlist names):
register and flops:
contador_linha 3, divisor_clock 8
worst max-delay path by stage:
| stage | startpoint | to | slack, ns | cells past startpoint |
|---|---|---|---|---|
| 5_1_grt | padrao_linha1[6] | coluna6 | -0.007 | 5 |
| 4_1_cts | padrao_linha1[4] | coluna4 | 0.01 | 5 |
| 6_report | padrao_linha1[4] | coluna4 | 0.06 | 5 |
Power figures rest on the tool's default switching activity, not on a simulated workload.
