==> flow/design.v <==
module teatris_uc (
    input clock,               
    input reset,               
    input timeout,             
    input start,               
    input fim_sequencia,       
    input tem_jogada,          
    input jogada_ok,           
	 input fim_timer_animacao,
    output reg zera_contador,     
    output reg conta_contador,    
    output reg enable_memoria,    
    output reg registra_jogada,   
    output reg compara_jogada,    
    output reg timer_restart,     
    output reg game_over,         
    output reg zera_jogada,
	 output reg timer_animacao_restart,
	 output reg [1:0] sel_mapa,
	 output reg conta_timer_animacao,
    output reg conta_erro,
    output reg zera_erro,
	 output reg sel_peca,
	 output reg mapa_fim,
    output reg [4:0] db_estado    
);
    localparam INICIAL            = 5'b00000;  
    localparam CONFIGURA_JOGO     = 5'b00001;  
    localparam CARREGA_DADO       = 5'b00010;  
    localparam MOSTRA_DADO        = 5'b00011;  
    localparam ESPERA_JOGADA      = 5'b00100;  
    localparam TIMEOUT            = 5'b00101;  
    localparam REGISTRA           = 5'b00110;  
    localparam COMPARA            = 5'b00111;  
    localparam ANALISA_SEQUENCIA  = 5'b01000;  
    localparam FIM                = 5'b01001;  
    localparam ERRO_JOGADA        = 5'b01010;  
	 localparam ACERTA_JOGADA	  = 5'b01011;  
	 localparam MOSTRA_ACERTO	  = 5'b01100;  
	 localparam MOSTRA_ORIGINAL	  = 5'b01101;  
	 localparam ZERA_TIMER_ANIMACAO = 5'b01110;  
	 localparam MOSTRA_ERRO			 = 5'b01111;  
	 localparam ZERA_TIMER_ANIMACAO_ERRO = 5'b10000;  
	 localparam MOSTRA_ORIGINAL_ERRO	= 5'b10001;  
	 localparam MOSTRA_FIM	= 5'b10010;  
    reg [4:0] Eatual, Eprox;
    always @(posedge clock or posedge reset) begin
        if (reset)
            Eatual <= INICIAL;
        else
            Eatual <= Eprox;
    end
    always @(*) begin
        case (Eatual)
            INICIAL: 
                Eprox = start ? CONFIGURA_JOGO : INICIAL;
            CONFIGURA_JOGO: 
                Eprox = CARREGA_DADO;
            CARREGA_DADO: 
                Eprox = MOSTRA_DADO;
            MOSTRA_DADO: 
                Eprox = ESPERA_JOGADA;
            ESPERA_JOGADA:
					 Eprox = timeout ? TIMEOUT : tem_jogada ? REGISTRA : ESPERA_JOGADA;
            TIMEOUT: 
                Eprox = start ? INICIAL : TIMEOUT;
            REGISTRA: 
                Eprox = COMPARA;
            COMPARA: 
					 Eprox = jogada_ok ? ACERTA_JOGADA : ERRO_JOGADA;
			ACERTA_JOGADA:
				 Eprox = MOSTRA_ACERTO;
			MOSTRA_ACERTO:
				 Eprox = fim_timer_animacao ? ZERA_TIMER_ANIMACAO : MOSTRA_ACERTO;
			ZERA_TIMER_ANIMACAO:
				 Eprox = MOSTRA_ORIGINAL;
			MOSTRA_ORIGINAL:
				 Eprox = fim_timer_animacao ? ANALISA_SEQUENCIA : MOSTRA_ORIGINAL;
            ANALISA_SEQUENCIA: 
                Eprox = fim_sequencia ? FIM : CARREGA_DADO;
            ERRO_JOGADA:
					Eprox = MOSTRA_ERRO;
				MOSTRA_ERRO:
					Eprox = fim_timer_animacao ? ZERA_TIMER_ANIMACAO_ERRO : MOSTRA_ERRO ;
				ZERA_TIMER_ANIMACAO_ERRO:
					Eprox = MOSTRA_ORIGINAL_ERRO;
				MOSTRA_ORIGINAL_ERRO:
					Eprox = ANALISA_SEQUENCIA;
            FIM: 
                Eprox = MOSTRA_FIM;
				MOSTRA_FIM:
					Eprox = start ? INICIAL : FIM;
            default: 
                Eprox = INICIAL;
        endcase
    end
    always @(*) begin
        conta_erro = 1'b0;
        zera_erro = 1'b0;
        zera_contador = 1'b0;
		zera_jogada = 1'b0;
        conta_contador = 1'b0;
        enable_memoria = 1'b0;
        registra_jogada = 1'b0;
        compara_jogada = 1'b0;
        timer_restart = 1'b0;
        game_over = 1'b0;
        db_estado = Eatual;   
		timer_animacao_restart = 1'b0;
        sel_mapa = 2'b00;
		  sel_peca = 1'b0;
		conta_timer_animacao = 1'b0;
		mapa_fim = 1'b0;
        case (Eatual)
            INICIAL: begin
                zera_contador = 1'b1;
                timer_restart = 1'b1;
					 zera_jogada = 1'b0;
                zera_erro = 1'b1;
					 mapa_fim = 1'b0;
            end
            CONFIGURA_JOGO: begin
                zera_contador = 1'b1;
                timer_restart = 1'b1;
				zera_jogada = 1'b0;
                zera_erro = 1'b1;
					 mapa_fim = 1'b0;
            end
            CARREGA_DADO: begin
			    zera_contador = 1'b0;
              enable_memoria = 1'b1;
				  mapa_fim = 1'b0;
            end
            MOSTRA_DADO: begin
	             zera_contador = 1'b0;
                enable_memoria = 1'b1;
                timer_restart = 1'b1;
					 mapa_fim = 1'b0;
            end
            ESPERA_JOGADA: begin
					 zera_contador = 1'b0;
                mapa_fim = 1'b0;
            end
				ACERTA_JOGADA:begin
				   zera_contador = 1'b0;
					sel_mapa = 2'b00;
					mapa_fim = 1'b0;
				end
				MOSTRA_ACERTO:begin
				   zera_contador = 1'b0;
					sel_mapa = 2'b01;
					sel_peca = 1'b1;
					conta_timer_animacao = 1'b1;
					mapa_fim = 1'b0;
				end
				ZERA_TIMER_ANIMACAO:begin
					timer_animacao_restart = 1'b1;
					mapa_fim = 1'b0;
				end
				MOSTRA_ORIGINAL:begin
				   zera_contador = 1'b0;
					sel_mapa = 2'b01;
					sel_peca = 1'b1;
					conta_timer_animacao = 1'b1;
					mapa_fim = 1'b0;
				end
            TIMEOUT: begin
				zera_contador = 1'b0;
                game_over = 1'b1;
					 mapa_fim = 1'b0;
            end
            REGISTRA: begin
                registra_jogada = 1'b1;
					 mapa_fim = 1'b0;
            end
            COMPARA: begin
			    zera_contador = 1'b0;
				 mapa_fim = 1'b0;
            end
            ANALISA_SEQUENCIA: begin
				zera_contador = 1'b0;
            conta_contador = 1'b1;
				timer_animacao_restart = 1'b1;
				enable_memoria = 1'b1;
            timer_restart = 1'b1;
				mapa_fim = 1'b0;
            end
            ERRO_JOGADA: begin
					 conta_erro = 1'b1;
                zera_contador = 1'b0;
					 sel_mapa = 2'b00;
					 mapa_fim = 1'b0;
            end
				MOSTRA_ERRO:begin
					zera_contador = 1'b0;
					sel_mapa = 2'b11;
					sel_peca = 1'b1;
					conta_timer_animacao = 1'b1;
					mapa_fim = 1'b0;
				end
				ZERA_TIMER_ANIMACAO_ERRO:begin
					timer_animacao_restart = 1'b1;
					mapa_fim = 1'b0;
				end
				MOSTRA_ORIGINAL_ERRO:begin
					zera_contador = 1'b0;
					sel_mapa = 2'b11;
					sel_peca = 1'b1;
					conta_timer_animacao = 1'b1;
					mapa_fim = 1'b0;
				end
            FIM: begin
				zera_contador = 1'b0;
				mapa_fim		  = 1'b1;
            end
				MOSTRA_FIM: begin
				zera_contador = 1'b0;
				mapa_fim		  = 1'b1;
            end
            default: begin
                zera_contador = 1'b1;
					 mapa_fim = 1'b0;
            end
        endcase
    end
endmodule
==> flow/run.sh <==
#!/bin/bash
# OpenROAD 26Q1-2900-gdf79404cd8, Yosys 0.63+post, stock flow scripts
make -C /OpenROAD-flow-scripts/flow DESIGN_CONFIG=/design/flow/config.mk WORK_HOME=/design/flow/orfs finish
==> flow/config.mk <==
export PLATFORM = sky130hd
export DESIGN_NAME = teatris_uc
export DESIGN_NICKNAME = teatris_uc
export VERILOG_FILES = /design/flow/design.v
export SDC_FILE = /design/flow/constraint.sdc
export NUM_CORES = 4
export LEC_CHECK = 1
export CORE_AREA = 10 10 70 70
export DIE_AREA = 0 0 80 80
==> flow/constraint.sdc <==
current_design teatris_uc

set clk_period 2.0
set clk_io_pct 0.2

create_clock -name clk0 -period $clk_period [get_ports {clock}]

set non_clock_inputs [all_inputs -no_clocks]
set_input_delay [expr $clk_period * $clk_io_pct] -clock clk0 $non_clock_inputs
set_output_delay [expr $clk_period * $clk_io_pct] -clock clk0 [all_outputs]
==> CHANGELOG.md <==
### Implementation results

- Top reg by flops: Eatual
- Commonest cells in the netlist: nor2_1 (10), buf_4 (6), nand2_1 (6), dfrtp_1 (5), o21ai_1 (5)
- Seq share, synth: 0.1869
- Top Registers: Eatual: 5 flops
- Non-Filler Instances: between 150 and 200
- Residual DRC count: 0
- Cell count in the Yosys report: 92
- Crit-path max FO: 10
- Most used flip-flop cell: dfrtp_1
- Critical Path RT: 1.60 ns
- Max Slew Vio Count: 0
- Largest net degree at the start of global routing: 23
- DIE WIDTH: 80 um
- Max reg flops: 5
- Netlist cell types: 40
- Fin crit share: 0.9639
- Post-DP HPWL: between 1.5 and 2 mm
- Max frequency: a little over 500 MHz
- Synthesized area per cell: 7.276 sq um
- DRT Pass-1 Iters: 4
- Iter 0 DRT Violations: 53
- Yosys top cell by instances: nor2_1
- Root buffer cell: clkbuf_4
- Total clock sinks: 5
- Setup CP Type: reg -> out
- Power Dens Cells: 1400 nW/um^2
- # fillers: 351
- Power, Total: 1.812 mW
- Core Area: between 3000 and 4000 sq um
- Final Wtd Congestion: about 0.88
- Max Root-Sink Buffers: 2
- GR Overflow Total: 0
- Area leader share: 0.1869
- PortBufs: 26
- Antenna violation net count after detailed routing: 0
- First-pass GRT wire length: roughly 4.1 mm
- Setup violations, final: 0
- Comb area: 549.3 sq um
- Async set or reset register ratio after synthesis: 1.000
- Static Leak: between 0.6 and 0.7 nW
- Initial antenna violation count: 0
- Antenna cells: 0
- H-Tree Depth: 1
- IO Pins: 29
- Yosys stat area: roughly 670 sq um
- Die area: about 6400 sq um
- CTS tree: built
- Fp util: 0.1960
- Die H: 80 um
- Crit end category: output port
- Hold crit path type: in -> async
- Layout area overhead: 93.27%
- Share of layout cells above drive strength 1: 0.4184
- Synth warn: 1
- Placed Cells: 168
- Final Util: 0.3788
- Area leader, netlist: dfrtp_1
- Worst setup SP type: flop
- Gr usage total: 0.07666
- Worst Skew: 0.003712 ns
- Synthesized cell area: 669.4 sq um
- Latency at later pin: 0.24 ns
- Total CTS buffers: 3
- Total number of vias: 875
- Top cells by area: dfrtp_1 (19%), buf_4 (6.7%), nor2_1 (5.6%), o211ai_1 (4.5%), nor2_2 (3.7%)
- Flop area: 127.6 sq um
- Final Hold Vio Count: 0
- Clk pin slew, worst setup/hold paths: 0.04 ns
- Post-synth EDFFs: 0
- Max-Cap Viols: 0
- Final min period: roughly 1.9 ns
- Log Warnings: 26
- Avg WL per Cell: ~14 um
- FF+latch count, synth: 5
- Post-Synthesis Cells: 92
- Status: finished clean
- Via density: approximately 4.7
- Core Rows: 21
- Max VDD drop: 0.3954 mV
- Crit path DAT: approximately 1.5 ns
- Vias in the first global route: 900
- Final WL: 2.536 mm
==> where the power goes <==
part / internal [mW] / total (mW) / switching [mW]
Combinational: 0.845 / 1.48 / 0.634
Sequential: 0.147 / 0.221 / 0.0732
Clock: 0.0752 / 0.113 / 0.0373
Total: 1.07 / 1.81 / 0.744
==> cell usage in the layout, fill, tap and decap left out, types with 5 or more instances in the layout <==
| cell | n |
|---|---|
| nand2_1 | 5 |
| nor2_2 | 5 |
| clkdlybuf4s50_1 | 12 |
| buf_6 | 5 |
| buf_4 | 24 |
| nor2_1 | 5 |
| dlygate4sd2_1 | 8 |
==> layer usage <==
metal / GRT usage / routed length, um / vias up
met5: 0 / 0 / -
met4: 0.01937 / 45 / 0
met3: 0.007955 / 96 / 4
met2: 0.1324 / 1313 / 30
met1: 0.09859 / 1080 / 411
li1: - / - / 430
==> final timing paths <==
check / startpoint / to / slack [ns] / cells after the start
max reg2reg: Eatual[1] / Eatual[0] / 0.46 / 6
min in group clk0: Eatual[4] / Eatual[2] / 0.68 / 2
min: reset / Eatual[3] / 0.36 / 2
min reg2reg: Eatual[4] / Eatual[2] / 0.68 / 2
max: Eatual[2] / sel_mapa[0] / 0.07 / 5
max in group asynchronous: reset / Eatual[2] / 1.46 / 2
==> logic make-up (layout without fill, tap and decap cells) <==
group                  count (synthesis)  in the layout  share of synthesized area
buffers and inverters                 15             63                     0.1477
and+or+nand+nor                       44             44                     0.3738
muxes                                  1              1                    0.01495
AOI/OAI and AO/OA                     26             26                     0.2711
DFF                                    5              5                     0.1869
other                                  1              2                   0.005602
==> metrics by stage <==
stage          setup slack, ns  cell area, sq um    TNS, ns  hold WS (ns)
2_1_floorplan           0.5179             673.1          0        0.1785
3_3_place_gp           0.06667              1041          0        0.6127
3_5_place_dp           0.05542              1041          0        0.6160
4_1_cts               -0.06198              1226    -0.1982        0.3562
5_1_grt              -0.007848              1294  -0.007848        0.3824
6_report               0.07217              1294          0        0.3618
==> repair_timing <==
action	CTS	global route
endpoints found under the setup margin	14	6
gates resized	36	9
pin swaps	3	4
hold buffers	0	0
buffers inserted	10	7
==> worst max-delay path: stages, from the launching register on <==
cell and delay (ns):
dfrtp_2 0.49, buf_4 0.18, nor3b_4 0.23, nand2_2 0.09
o21ai_4 0.07, dlygate4sd2_1 0.22
==> layout make-up <==
| cell class | instances | area share |
|---|---|---|
| sequential | 5 | 0.09865 |
| tap | 46 | 0.04449 |
| multi-input combinational | 73 | 0.4246 |
| timing repair buffer | 56 | 0.4033 |
| inverter | 3 | 0.008704 |
| clock buffer | 4 | 0.02031 |
Power and IR drop assume default switching activity.
