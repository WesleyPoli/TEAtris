===== flow/design.v =====
module teatris_memoria_mapas (
    input clock,                 
    input [3:0] endereco,        
    output reg [63:0] padrao      
);
    always @(posedge clock) begin
        case (endereco)
            4'd0: padrao <= {16'b00000_01_000000_11_0,48'b0};  
            4'd1: padrao <= {48'b0,16'b0_11_000000_11_00000};  
			4'd2: padrao <= {16'b0,16'b000_01_000000_01_000, 32'b0};  
			4'd3: padrao <= {32'b0,16'b000_00_000000_11_000, 16'b0};  
            4'd4: padrao <= {16'b0, 16'b000_10_000000_11_000,32'b0};  
            4'd5: padrao <= {48'b0,16'b000_11_000000_10_000};  
			4'd6: padrao <= {32'b0,16'b000_01_000000_10_000, 16'b0};  
			4'd7: padrao <= {16'b000_10_000000_01_000, 48'b0};  
			4'd8: padrao <= {48'b0,16'b000_01_000000_11_000};  
            4'd9: padrao <= {32'b0,16'b000_11_000000_10_000, 16'b0};  
			4'd10: padrao <= {16'b000_01_000000_10_000, 48'b0};  
			4'd11: padrao <= {16'b0,16'b000_11_000000_01_000, 32'b0};  
			4'd12: padrao <= {32'b0,16'b000_11_000000_00_000,16'b0};  
            4'd13: padrao <= {16'b000_11_000000_11_000,48'b0};  
			4'd14: padrao <= {16'b0,16'b000_10_000000_10_000, 32'b0};  
			4'd15: padrao <= {48'b0,16'b000_10_000000_01_000};  
            default: padrao <= {8'b11_00_00_11,
									8'b11_01_01_11,
                          8'b11_11_11_11,
                          8'b11_00_00_11,
                          8'b11_11_11_11,
                          8'b11_00_00_11,
                          8'b11_10_11_11,
                          8'b11_00_00_11};
        endcase
    end
endmodule

===== flow/run.sh =====
#!/bin/bash
# OpenROAD 26Q1-2900-gdf79404cd8, Yosys 0.63+post, stock flow scripts
make -C /OpenROAD-flow-scripts/flow DESIGN_CONFIG=/design/flow/config.mk WORK_HOME=/design/flow/orfs finish

===== flow/config.mk =====
export PLATFORM = sky130hd
export DESIGN_NAME = teatris_memoria_mapas
export DESIGN_NICKNAME = teatris_memoria_mapas
export VERILOG_FILES = /design/flow/design.v
export SDC_FILE = /design/flow/constraint.sdc
export NUM_CORES = 4
export LEC_CHECK = 1
export CORE_AREA = 10 10 70 70
export DIE_AREA = 0 0 80 80

===== flow/constraint.sdc =====
current_design teatris_memoria_mapas

set clk_period 1.1
set clk_io_pct 0.2

create_clock -name clk0 -period $clk_period [get_ports {clock}]

set non_clock_inputs [all_inputs -no_clocks]
set_input_delay [expr $clk_period * $clk_io_pct] -clock clk0 $non_clock_inputs
set_output_delay [expr $clk_period * $clk_io_pct] -clock clk0 [all_outputs]

==> impl_metrics.toml <==
# synthesis and place-and-route metrics
[routing]
drt_first_pass_iters = 4
drt-vias-per-instance = 3.42
wl_met3_um = 205
drt_iter0_drc = 58
antenna_cells = 0
drcViolationCount = 0
top_layer = "met3"
wl_met1_um = 849
drt_wl_total_um = 1830
vias = 598
antenna_left = 0
route.met2.wl_um = 771
wl_per_cell_um = 10.4

[flow_run]
tool_warnings = 26
drv_cap = 0

[synthesis]
numSynthFlops = 15
top_area_cell = "buf_4"
edf_count = 0
top_logic_kind = "buffers and inverters"
ys_seq_share_pct = 31.3
ys_sh_mux_pct = 0
simple_gate_share_pct = 12.5
top_cells_by_count = "buf_4, dfxtp_1, and3_1, nor2_1"
synth_area_per_cell_um2 = 9.49
flop_cell = "dfxtp_1"
fa_ha_area_share_pct = 0
synth_cell_types = 26
ys_chip_area_um2 = 958
synth-async-reset-ratio_pct = 0
synthAoiAreaFrac_pct = 6.66
top_area_share_pct = 39.9
ys_sh_xor_pct = 6.01
netlist_instances = 101
yosysWarnings = 1
syn_area_um2 = 958
synthTopCellsByArea = "buf_4, dfxtp_1, xor2_2"
most_common_cell = "buf_4"
ys_cells = 101

[cts]
cts_made_buffers = 3
root_buffer = "clkbuf_4"
clk_pin_slew_ns = 0.08
cts_hold_buf = 0
cts.sinks = 15
cts_tree = "done"
cts_max_level = 1
clockBufferDepth = 2

[sta]
setup_slack_ns = 0.0503
fin_crit_sh_pct = 95.4
hold_viol_final = 0
setup_viol = 0
min_period_ns = 1.05
timing.fmax_mhz = 953
slew_violations = 0
tns_ns = 0
holdWs_ns = 0.333
rsz0062_at_grt = "false"

[power_and_ir_drop]
p_leak_nw = 0.614
vdd_drop_max_uv = 283
pwr_density_cell_nw_per_um2 = 951

[die]
row_count = 21
fp_util_pct = 28.1
coreArea_um2 = 3420
io_pins = 69
die_width_um = 80
die_y_um = 80
dieArea_um2 = 6400

[cells_and_area]
final_cells = 175
area_delta_synth_final_pct = 15.3
n_fill_cell = 360
reg.largest.list = "padrao x15"
drive_above_1_share_pct = 20.9
top_register = "padrao"
mi_logic_area_um2 = 395
largest_register_ffs = 15
final_core_util_pct = 32.3
seqCellArea_um2 = 307

[setup_path]
critPathKind = "flop to output pin"
slowest_stage = "dfxtp_2"
crit_arrival_ns = 0.83
path_cells = "dlygate4sd2_1"
required_ns = 0.88
crit_fanout = 3
cpPeakStageDelay_ns = 0.32
path_buffers = 1
critPathTopFamily = "flip-flops"
cp-start-kind = "flop"
end_kind = "output pin"

[place]
gp_congestion = 0.841
portBuffers = 27
placed_cells = 170
dp_hpwl_um = 1560
pre_cts_ws_ns = -0.339

[global_routing]
grt.total_usage_pct = 5.12
grt-ovfl-total = 0
grt_pass1_vias = 678
antenna_found_initial = 0
grt_start_max_net_pins = 9
grt_pass1_wl_um = 2860

[hold_path]
min_to = "padrao[3]"
hold_start = "endereco[1]"
hold_class = "input port to flop"
worstHoldPathCells = 3

[run_status]
outcome = "finished, final reports clean"
[cells by family after synthesis]
group                     count (synthesis)
buffers and inverters                    55
and+or+nand+nor                          19
other                                     1
AOI/OAI and AO/OA                         7
xor gates and xnor gates                  4
DFF                                      15
[layer usage]
layer / GRT usage, % / up-vias
li1: - / 289
met1: 6.20 / 262
met2: 8.59 / 47
met3: 1.93 / 0
met4: 0.704 / 0
met5: 0 / -
[per-stage QoR]
step	cell area [um2]	power (W)
after CTS	1110	0.00107
final	1100	0.00105
after detailed placement	1100	0.000805
after global routing	1100	0.00112
after floorplan	1110	0.000789
after global placement	1100	0.000808
[where the power goes]
part	switching (W)	internal, W	leakage, nW
Sequential	0.00000684	0.000572	0.125
Combinational	0.0000786	0.000103	0.474
Clock	0.000150	0.000140	0.0150
Total	0.000236	0.000815	0.614
[cells in the final DEF (no fill, tap or decap), types with 2 or more instances in the layout]
cell / count
clkbuf_4: 3
conb_1: 41
buf_6: 2
xor2_2: 2
a21boi_1: 2
inv_1: 2
nor2_1: 3
nand2b_1: 2
clkbuf_2: 3
nand3b_1: 2
dfxtp_1: 10
or3b_1: 2
dlygate4sd2_1: 23
and3_1: 3
dfxtp_2: 5
buf_4: 8
[cell type report]
class                   instances  area share (%)
multi-input cells              71            35.8
repair buffers                 37            28.2
flip-flops and latches         15            27.7
well taps                      46            5.21
clock buffers                   4            2.38
inverters                       2           0.680
[how the worst max path moves through the flow]
stage / from / slack, ns / depth (start not counted) / to
after CTS: padrao[14] / -0.06 / 2 / padrao[6]
after global routing: padrao[57] / 0.009 / 1 / padrao[50]
final: padrao[57] / 0.05 / 1 / padrao[50]
[what timing repair did]
action | in CTS | in global routing
setup endpoints to repair | 31 | 9
resized | 33 | 7
setup buffers | 1 | 0
pin swaps | 0 | 0
gates cloned | 0 | 0
[tightest hold or removal path: cells and delay by family]
family | cells | cell delay, ns
simple gates | 1 | 0.13
compound gates | 1 | 0.05
buf+inv | 1 | 0.16
Power figures rest on the tool's default switching activity, not on a simulated workload.
